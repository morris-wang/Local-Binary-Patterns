--- ./design.v ---
`timescale 1ns/10ps
module LBP ( clk, reset, gray_addr, gray_req, gray_ready, gray_data, lbp_addr, lbp_valid, lbp_data, finish);
input   		clk;
input   		reset;
output reg [13:0] 	gray_addr;
output reg gray_req;
input   		gray_ready;
input   [7:0] 	gray_data;
output reg [13:0] 	lbp_addr;
output  reg	lbp_valid;
output reg [7:0] 	lbp_data;
output reg finish;
reg [7:0] gc,g0,g1,g2,g3,g4,g5,g6,g7;
reg [3:0] count;
reg [13:0] nxt_lbp_addr,nxt_gray_addr;
reg [3:0] chg;
reg ctrl_lbp_data;
always @(posedge clk ) begin  
	 if (gray_ready)
		gray_req <= 1;
end
always @(posedge clk or posedge reset) begin  
	if(reset)
		count <= 0;
	else if (gray_req) 
		count <= chg;
end
always @(*) begin 
	case(count)
		4'd0: chg=4'd1;
		4'd1: chg=4'd2;
		4'd2: chg=4'd3;
		4'd3: chg=4'd4;
		4'd4: chg=4'd5;
		4'd5: chg=4'd6;
		4'd6: chg=4'd7;
		4'd7: chg=4'd8;
		4'd8: chg=4'd0;
		default: chg=0;
	endcase
end
always @(posedge clk or posedge reset) begin  
	if(reset)
		gray_addr <= 0;
	else if(gray_req)
		gray_addr <=  nxt_gray_addr;
end
always @(*) begin
	case(count)
		4'd0: nxt_gray_addr=gray_addr+8'd128;
		4'd1: nxt_gray_addr=gray_addr+8'd128;
		4'd2: nxt_gray_addr=gray_addr-8'd255;
		4'd3: nxt_gray_addr=gray_addr+8'd128;
		4'd4: nxt_gray_addr=gray_addr+8'd128;
		4'd5: nxt_gray_addr=gray_addr-8'd255;
		4'd6: nxt_gray_addr=gray_addr+8'd128;
		4'd7: nxt_gray_addr=gray_addr+8'd128;
		4'd8: nxt_gray_addr=gray_addr-8'd255;
	endcase
end
always @(posedge clk) begin 
	if (count%3==0) begin
		g2 <= gray_data;
		g1 <= g2;
		g0 <= g1;
	end
	else if (count%3==1) begin
		g4 <= gray_data;
		gc <= g4;
		g3 <= gc;
	end
	else if (count%3==2) begin
		g7 <= gray_data;
		g6 <= g7;
		g5 <= g6;
	end
end
always @(posedge clk) begin  
	lbp_data[0]<=(g0<gc)?0:1;
end
always @(posedge clk) begin  
	lbp_data[1]<=(g1<gc)?0:1;
end
always @(posedge clk) begin  
	lbp_data[2]<=(g2<gc)?0:1;
end
always @(posedge clk) begin  
	lbp_data[3]<=(g3<gc)?0:1;
end
always @(posedge clk) begin  
	lbp_data[4]<=(g4<gc)? 0:1;
end
always @(posedge clk) begin  
	lbp_data[5]<=(g5<gc)?0:1;
end
always @(posedge clk) begin  
	lbp_data[6]<=(g6<gc)?0:1;
end
always @(posedge clk) begin  
	lbp_data[7]<=(g7<gc)?0:1;
end
always @(posedge clk or posedge reset) begin 
	if (reset) 
		lbp_addr <= 129;
	else if(ctrl_lbp_data && count%3==1)
		lbp_addr <= lbp_addr + 1;
end
always @(posedge clk or posedge reset) begin  
	if(reset)
		lbp_valid <=0;
	else if(count%3==0 && lbp_addr%128!=127 && lbp_addr%128!=0)
		lbp_valid <= 1;
	else 
		lbp_valid <=0;
end
always @(posedge clk or posedge reset) begin  
	if(reset)
		ctrl_lbp_data <=0;
	else if(count>=8)
		ctrl_lbp_data <=1;
end
always @(posedge clk or posedge reset) begin  
	if(reset)
		finish <=0;
	else if(lbp_addr>=16254&&lbp_valid)
		finish <=1;
end
endmodule
--- ./run.sh ---
#!/bin/bash
# OpenROAD 26Q1-2900-gdf79404cd8, Yosys 0.63+post, stock flow scripts
make -C /OpenROAD-flow-scripts/flow DESIGN_CONFIG=/design/flow/config.mk WORK_HOME=/design/flow/orfs finish
--- ./config.mk ---
export PLATFORM = sky130hd
export DESIGN_NAME = LBP
export DESIGN_NICKNAME = LBP
export VERILOG_FILES = /design/flow/design.v
export SDC_FILE = /design/flow/constraint.sdc
export NUM_CORES = 4
export LEC_CHECK = 1
export CORE_UTILIZATION = 40
--- ./constraint.sdc ---
current_design LBP

set clk_period 7.0
set clk_io_pct 0.2

create_clock -name clk0 -period $clk_period [get_ports {clk}]

set non_clock_inputs [all_inputs -no_clocks]
set_input_delay [expr $clk_period * $clk_io_pct] -clock clk0 $non_clock_inputs
set_output_delay [expr $clk_period * $clk_io_pct] -clock clk0 [all_outputs]
==> Slide: Implementation Results <==
Key Metrics from the Run

Setup path
  – Worst EP required: 7.07 ns
  – CP Cell Sequence: inv_1, nor2_1, ha_1, and2b_1, o21ai_4, xnor2_1, ha_1, inv_1, o2111ai_1, or4_4, a221oi_4, buf_4
  – Startpoint Class: flip-flop
  – Critical path capture point type: flip-flop
  – WP buf/inv: 3
  – Slowest stage delay, CP: 0.57 ns
  – Slowest-stage cell, CP: a221oi_4
  – Arrival time of the worst setup path: around 4.2 ns
  – CP top delay family: simple AND/OR/NAND/NOR gates
  – Type of the worst setup path: flip-flop to flip-flop
  – Critical path peak fanout: 24
  – Crit. Startpoint: count[2]
  – Reg2reg start: count[2]

Cells and area
  – Final instance area: 7162 sq um
  – Non-filler instance count after layout: approximately 710
  – Area growth syn-to-layout: 21.68%
  – Fraction of layout cells with a size suffix above 1: 7.955%
  – Fillers: 1176

Place
  – Pre-CTS WS: between 2 and 3 ns
  – PortBufs: 47
  – Post-DP Area: 6564 sq um
  – DP Wirelength: about 6800 microns
  – Final GP Congestion: 0.9219
  – DP Cell Count: around 680

Synth
  – Synth area leader: edfxtp_1
  – #FFs+latches synth: 129
  – Cells in synth_stat.txt: 454
  – Biggest area cells: edfxtp_1, ha_1, dfrtp_1, a21o_1, dlxtn_1
  – Async set-reset flop share out of synthesis: 27.13%
  – Dominant cell area share: 36.73%
  – Cell count after synthesis: 454
  – Mapped Area: 5886 sq um
  – Post-synth EDFFs: 72
  – Ys Warns: 1
  – Syn Area/Cell: ~13 sq um
  – Distinct lib cells: 55
  – Yosys Chip Area: 5886 sq um
  – Main flop type: edfxtp_1

Timing
  – Final worst slack: between 2 and 3 ns
  – Post-Route Setup TNS: 0 ns
  – Register pins left without a clock: 14
  – Relative slew margins: 39.66%
  – Setup Skew: 0.005600 ns
  – Final Hold Viols: 0
  – Final min period: 4.161 ns
  – Endpoints left unconstrained: 28
  – Max Slew Vio Count: 0
  – Worst Max-Slew Pin Slew: 0.9051 ns
  – Setup violators final: 0
  – Max Freq: roughly 0.24 GHz
  – Final period util: 59.44%
  – RSZ-0062 raised after global routing: no

Detailed routing
  – Drt pass-1 iters: 4
  – Antenna viol nets, final: 0
  – DR vias/cell: 5.040
  – Wire length per cell: about 14 microns
  – DRT iter0 DRCs: 148
  – Number of diodes: 0
  – Final WL: 9914 microns
  – Vias: 3568
  – DRC Markers: 0

Worst hold path
  – Hold_sp: g6[0]
  – Hold WC Path Type: flip-flop to flip-flop

Clock network
  – Post-CTS sizing: 0
  – Hold-fix buffers at CTS: 0
  – Clock tree buffer depth: 2
  – Clk ins delay skew pair: 0.40 ns
  – CTS tree: done
  – H-tree depth: 4
  – Clk slew on worst S/H paths: about 0.050 ns
  – CTS buffer count: 17
  – Post-CTS Setup Bufs: 0
  – Root Buffer: clkbuf_16

Run
  – Warning total across the stage logs: 33
  – Max Cap Viol: 0

Global route
  – Number of global-route vias before repair: 3496
  – First-pass GRT wire length: 16960 microns
  – Antenna violations before repair: 0
  – Largest net degree at the start of global routing: 36
  – GRT Residual Overflow: 0
  – Total GRT Usage: 15.30%

Floorplan
  – Die X: 123.3 microns
  – Init Core Util: 41.75%
  – DIE HEIGHT: about 120 microns
  – Ports: 50
  – CORE AREA: 14100 sq um
  – Core Rows: 43
  – DIE AREA: ~15000 sq um

Outcome
  – Status: finished clean

Pwr
  – VDD IR max: 0.1350 mV
  – Leak: 3.151 nW
  – PwrDens: between 200 and 250 nW/um^2
[cell usage in the layout, fill, tap and decap left out, drive strengths merged, types with 10 or more instances in the layout]
cell           Yosys  layout
nor2              18      18
o21ai             19      19
dlxtn             14      14
clkdlybuf4s50      0      47
nand2             21      21
ha                71      71
a21o              34      34
nand3             13      13
edfxtp            72      72
clkbuf             5      19
dfrtp             33      33
inv               20      20
a21oi             19      19
xnor2             24      24
nand2b            10      10
[cell usage after synthesis, drive strengths merged (2+ instances only)]
library cell / number
and2: 3
a21o: 34
nor2b: 3
o21a: 2
nand4: 8
or2: 2
clkbuf: 5
buf: 5
o211ai: 3
nor2: 18
nand2b: 10
a31oi: 2
a21oi: 19
and4: 4
and3: 7
nand2: 21
nand3: 13
dfrtp: 33
dlxtn: 14
inv: 20
dfxtp: 8
o21ai: 19
nor3b: 2
or3: 2
dfstp: 2
nor4: 3
xnor2: 24
edfxtp: 72
o2111ai: 3
xor2: 3
ha: 71
[stage by stage]
stage                     hold slack [ns]  power (mW)  util [%]
final                              0.4363       1.604     50.81
after global routing               0.4416       1.656     50.81
after CTS                          0.4366       1.626     50.81
after detailed placement           0.4253      0.7521     46.56
after global placement             0.4212      0.7518     46.56
after floorplan                    0.4129      0.7419         -
[routing by layer]
layer | part of all wire (%) | global-route usage, % | vias to the layer above
li1 | - | - | 1804
met1 | 47 | 23.78 | 1685
met2 | 47 | 23.04 | 67
met3 | 4.8 | 4.379 | 12
met4 | 1.4 | 2.560 | 0
met5 | 0 | 0 | -
[kinds of logic after synthesis]
family,count (synthesis),synth area share (%)
DFF,115,54.38
latches,14,3.571
xor gates and xnor gates,27,4.018
adders and majority gates,71,15.09
buffers and inverters,30,2.275
and+or+nand+nor,101,9.290
muxes,2,0.3614
other,1,0.06371
AOI/OAI and AO/OA,93,10.95
[area by class of cell]
| class | instances | area (sq um) | share of cell area, % |
|---|---|---|---|
| Inverter | 20 | 75.07 | 1.048 |
| Clock buffer | 19 | 432.9 | 6.045 |
| Tap cell | 180 | 225.2 | 3.145 |
| Clock inverter | 13 | 165.2 | 2.306 |
| Sequential cell | 129 | 3411 | 47.62 |
| Multi-Input combinational cell | 295 | 2345 | 32.74 |
| Timing Repair Buffer | 52 | 508.0 | 7.093 |
[where the power goes]
group          total [mW]  internal, mW  switching, mW
registers           0.723         0.722        0.00121
logic              0.0157       0.00755        0.00818
clock network       0.865         0.587          0.278
[path summary, 6_finish.rpt]
| path | slack (ns) | cells past startpoint | to |
|---|---|---|---|
| min in group asynchronous | 1.42 | 3 | gray_addr[2] |
| worst max register to register | 2.84 | 12 | g4[6] |
| max in group asynchronous | 5.23 | 3 | lbp_addr[7] |
| worst max-delay path | 2.84 | 12 | g4[6] |
| worst min register to register | 0.44 | 0 | g5[0] |
| worst min-delay path | 0.44 | 0 | g5[0] |
Power figures rest on the tool's default switching activity, not on a simulated workload.
